## config.mk

```make
export PLATFORM = sky130hd
export DESIGN_NAME = dctm
export DESIGN_NICKNAME = dctm
export VERILOG_FILES = /design/flow/design.v
export SDC_FILE = /design/flow/constraint.sdc
export NUM_CORES = 4
export LEC_CHECK = 1
export CORE_UTILIZATION = 40
```

## constraint.sdc

```tcl
current_design dctm

set clk_period 3.4
set clk_io_pct 0.2

create_clock -name clk0 -period $clk_period [get_ports {clk}]

set non_clock_inputs [all_inputs -no_clocks]
set_input_delay [expr $clk_period * $clk_io_pct] -clock clk0 $non_clock_inputs
set_output_delay [expr $clk_period * $clk_io_pct] -clock clk0 [all_outputs]
```

## design.v

```verilog
module dct (
    input wire clk,
    input wire rst,
    input wire signed [7:0] X_in,   
    output reg signed [7:0] Y_out   
);
    reg signed [7:0] row_buffer [0:7];   
    reg signed [7:0] stage1 [0:7];
    reg signed [7:0] stage2 [0:7];
    reg signed [7:0] stage3 [0:7];
    integer i;
    always @(posedge clk or posedge rst) begin
        if (rst) begin
            for (i = 0; i < 8; i = i + 1) begin
                row_buffer[i] <= 0;
                stage1[i] <= 0;
                stage2[i] <= 0;
                stage3[i] <= 0;
            end
            Y_out <= 0;
        end else begin
            for (i = 7; i > 0; i = i - 1) begin
                row_buffer[i] <= row_buffer[i-1];
            end
            row_buffer[0] <= X_in;  
            stage1[0] <= row_buffer[0] + row_buffer[7];
            stage1[1] <= row_buffer[1] + row_buffer[6];
            stage1[2] <= row_buffer[2] + row_buffer[5];
            stage1[3] <= row_buffer[3] + row_buffer[4];
            stage1[4] <= row_buffer[3] - row_buffer[4];  
            stage1[5] <= row_buffer[2] - row_buffer[5];
            stage1[6] <= row_buffer[1] - row_buffer[6];
            stage1[7] <= row_buffer[0] - row_buffer[7];
            stage2[0] <= stage1[0];
            stage2[1] <= (stage1[1] <<< 1) & 8'hFF;   
            stage2[2] <= (stage1[2] <<< 1) & 8'hFF;
            stage2[3] <= stage1[3];
            stage2[4] <= stage1[4];
            stage2[5] <= (stage1[5] <<< 1) & 8'hFF;
            stage2[6] <= (stage1[6] <<< 1) & 8'hFF;
            stage2[7] <= stage1[7];
            stage3[0] <= (stage2[0] + stage2[3]) & 8'hFF;
            stage3[1] <= (stage2[1] + stage2[2]) & 8'hFF;
            stage3[2] <= (stage2[1] - stage2[2]) & 8'hFF;  
            stage3[3] <= (stage2[0] - stage2[3]) & 8'hFF;
            stage3[4] <= (stage2[4] + stage2[7]) & 8'hFF;
            stage3[5] <= (stage2[5] + stage2[6]) & 8'hFF;
            stage3[6] <= (stage2[5] - stage2[6]) & 8'hFF;  
            stage3[7] <= (stage2[4] - stage2[7]) & 8'hFF;
            Y_out <= stage3[0];  
        end
    end
endmodule
module rca(a, b, cin, sum, cout);
input [07:0] a;
input [07:0] b;
input cin;
output [7:0]sum;
output cout;
wire[6:0] c;
fulladd a1(a[0],b[0],cin,sum[0],c[0]);
fulladd a2(a[1],b[1],c[0],sum[1],c[1]);
fulladd a3(a[2],b[2],c[1],sum[2],c[2]);
fulladd a4(a[3],b[3],c[2],sum[3],c[3]);
fulladd a5(a[4],b[4],c[3],sum[4],c[4]);
fulladd a6(a[5],b[5],c[4],sum[5],c[5]);
fulladd a7(a[6],b[6],c[5],sum[6],c[6]);
fulladd a8(a[7],b[7],c[6],sum[7],cout);
endmodule
module fulladd(a, b, cin, sum, cout);
input a;
input b;
input cin;
output sum;
output cout;
assign sum=(a^b^cin);
assign cout=((a&b)|(b&cin)|(a&cin));
endmodule
module dctm(clk, rst, X_in, Y_in, Yo);
input [7:0] X_in, Y_in;
input clk, rst;
output [7:0] Yo;
	 wire [7:0] y;
	 wire z;
	 rca a1(X_in, Y_in, 1'b0, y, z);
	 dct d1(clk, rst, y, Yo);	   
	 endmodule
```

## run.sh

```bash
#!/bin/bash
# OpenROAD 26Q1-2900-gdf79404cd8, Yosys 0.63+post, stock flow scripts
make -C /OpenROAD-flow-scripts/flow DESIGN_CONFIG=/design/flow/config.mk WORK_HOME=/design/flow/orfs finish
```

==> flow_summary.toml <==
# generated from flow reports
[sta]
worst_pin_slew_ns = 0.568
fin_skew_ns = 0.0118
min_period_ns = 3.29
timing.setup.tns_ns = 0
fin_crit_sh = 0.968
relSlewSlack = 0.622
slew_violations = 0
max_freq_ghz = 0.304
rsz0062_at_grt = "no"
fin_hold_ws_ns = 0.346
setup_viol = 0
finalHoldViolCount = 0

[placement]
portBuffers = 25
dp_cells = 396
hpwlAfterDp_um = 2990
routabilityCongestion = 0.772

[worst_hold_path]
hold_class = "reg -> reg"

[yosys]
ys.flop_type = "dfrtp_1"
postSynthCellCount = 241
synthArstFlopShare = 1.00
ys_seq_share = 0.723
yosysTopAreaCellShare = 0.723
yosys_cells = 241
yosys-top-cells-count = "112 x dfrtp_1, 22 x ha_1, 14 x inv_1"
synth_chip_area_mm2 = 0.00387
synth_area_mm2 = 0.00387
synth.distinct_cells = 27
ys_warn_count = 5
top_area_cell = "dfrtp_1"
ys_top_cells_by_area = "dfrtp_1 72%, ha_1 7.1%, fa_1 4.6%, xnor2_1 2.5%, a21oi_1 1.7%"
synth-edff-count = 0
ys.flops = 112
syn_avg_cell_area_um2 = 16.1
top_cell = "dfrtp_1"

[cts]
cts_sinks = 112
holdBufCountCts = 0
cts_htree_levels = 3
ctsRootBufferMaster = "clkbuf_8"
worstSkewPairLatency_ns = 0.36
cts_tree = "done"
clock_path_buffers = 2
cts_made_buffers = 9
path_clk_slew_ns = 0.10

[run]
tool_warnings = 27
cap_violations = 0

[worst_setup_path]
required_ns = 3.66
crit_chain = "clkdlybuf4s50_1, ha_1, fa_2, fa_2, fa_2, fa_2, fa_2, fa_1, xnor2_1"
critPathKind = "in -> reg"
worstPathMaxFanout = 1
startpoint_type = "primary input"
cpPeakStageDelay_ns = 0.40
arrival_ns = 3.55
end_kind = "flip-flop"
slowest_stage = "clkdlybuf4s50_1"
critPathMostFrequentCell = "fa_2"

[global_route]
overflow = 0
grt_max_degree = 113
antenna_found_initial = 0
first_global_vias = 1741
grt_pass1_wl_um = 8080
grt_use_total = 0.108

[die]
die_w_um = 100
io_pins = 26
coreArea_mm2 = 0.00933
fp-row-count = 35
initCoreUtil = 0.415
chipArea_mm2 = 0.0101
fp.dieH_um = 100

[route]
viasPerCell = 4.50
finalWirelength_um = 4640
antenna_left = 0
drt_first_pass_iters = 4
diodes = 0
avgRoutedWirePerCell_um = 11.3
drc = 0
route.vias.total = 1853
drtIter0Drc = 40

[power]
power_leakage_nw = 2.02
peakVddDrop_uv = 434
total_power_w = 0.00372
power_density_mw_per_mm2 = 819

[cells_and_area]
syn2layout_area_growth_pct = 17.3
drive_gt1_frac = 0.0883
stdcell_count = 412

[outcome]
outcome = "complete, no violations"
sequential cells by signal, indices dropped and copies added (netlist names):
name and cells:
d1.Y_out 8, d1.row_buffer 64, d1.stage1 16, d1.stage2 16, d1.stage3 8
cells by family after synthesis:
| kind of cell | Yosys count | synth area share |
|---|---|---|
| and+or+nand+nor | 30 | 0.0468 |
| muxes | 2 | 0.00517 |
| xor gates and xnor gates | 16 | 0.0362 |
| DFF | 112 | 0.723 |
| AOI/OAI and AO/OA | 36 | 0.0575 |
| buffers and inverters | 14 | 0.0136 |
| adders and majority gates | 31 | 0.118 |
through the flow:
stage,utilization,cell area [um2],setup slack (ns)
CTS,0.487,4540,0.0146
finish,0.487,4550,0.108
global placement,0.462,4310,-0.513
detailed placement,0.462,4310,-0.528
global route,0.487,4550,0.0324
floorplan,-,3880,0.0207
worst paths after layout:
check / cells past startpoint / from / to / slack, ns
max: 9 / X_in[0] / d1.row_buffer[0][7] / 0.11
min: 0 / d1.stage1[0][1] / d1.stage2[0][1] / 0.35
max reg2reg: 7 / d1.row_buffer[0][0] / d1.stage1[0][6] / 1.46
min reg2reg: 0 / d1.stage1[0][1] / d1.stage2[0][1] / 0.35
max in group asynchronous: 3 / rst / d1.stage1[0][2] / 2.14
min in group asynchronous: 3 / rst / d1.Y_out[1] / 0.81
critical path: cells and delay by family:
family,cells,cell delay [ns]
adder cells (fa/ha/maj),7,2.32
buffers and inverters,1,0.40
XOR/XNOR,1,0.13
per-layer routing:
layer / share of wire / up-vias / global-route usage
li1: - / 891 / -
met1: 0.50 / 907 / 0.182
met2: 0.44 / 46 / 0.156
met3: 0.044 / 9 / 0.0262
met4: 0.019 / 0 / 0.0167
met5: 0 / - / 0
cells in the final DEF (no fill, tap or decap), types with 3 or more instances in the layout:
cell type and instances:
xor2_1 5, o21ai_0 7, a21oi_1 13, nor2_1 7, xnor2_1 11, nor2b_1 3
clkdlybuf4s50_1 25, inv_1 13, clkbuf_8 9, ha_1 22, nand3_1 7, fa_2 5
fa_1 4, o21a_1 3, o31a_1 3, nand2_1 3, inv_6 3, a21o_1 3
dfrtp_1 112
power by group:
group          internal [W]  total, W  switching (W)
Sequential          0.00174   0.00187       0.000128
Clock              0.000423  0.000854       0.000432
Combinational      0.000521  0.000998       0.000478
Total               0.00269   0.00372        0.00104
final cells by class:
cell class	count	area [um2]
clock buffer	9	124
inverter	14	56.3
clock inverter	7	100
sequential	112	2800
multi-input combinational	115	1030
timing repair buffer	26	270
tap	129	161
fill	760	4780
timing repair:
action | CTS | global route
pin swaps | 0 | 0
gates resized | 3 | 2
endpoints found under the setup margin | 2 | 1
buffers inserted | 0 | 0
No activity file was given, so power comes from the tool's default toggle rates.
